File: ./config.mk
export PLATFORM = sky130hd
export DESIGN_NAME = a_sqrtb
export DESIGN_NICKNAME = a_sqrtb
export VERILOG_FILES = /design/flow/design.v
export SDC_FILE = /design/flow/constraint.sdc
export NUM_CORES = 4
export LEC_CHECK = 1
export CORE_UTILIZATION = 40
File: ./constraint.sdc
current_design a_sqrtb

set clk_period 9.1
set clk_io_pct 0.2

create_clock -name clk0 -period $clk_period [get_ports {clk}]

set non_clock_inputs [all_inputs -no_clocks]
set_input_delay [expr $clk_period * $clk_io_pct] -clock clk0 $non_clock_inputs
set_output_delay [expr $clk_period * $clk_io_pct] -clock clk0 [all_outputs]
File: ./design.v
`timescale 1ns / 1ps
module a_sqrtb(
    input wire            clk,
    input wire [7:0]     a_in,
    input wire [7:0]     b_in,
    input wire       in_ready,
    output reg [11:0]   y_out,
    output reg        y_ready
);
localparam S0 = 0,
           S1 = 1,
           S2 = 2,
           S3 = 3,
           S4 = 4;
reg  [7:0] sqrt1_x;
wire [3:0] sqrt1_y;
reg  sqrt1_x_ready;
wire sqrt1_y_ready;
reg   [7:0] mult1_a;
reg   [7:0] mult1_b;
wire [15:0] mult1_y;
reg    mult1_rst = 0;
reg  mult1_start = 0;
wire  mult1_busy;
reg [2:0] state = S0;
initial   y_out = 0;
initial y_ready = 0;
sqrt sqrt1(
    .clk(clk),
    .x_in(sqrt1_x),
    .x_ready(sqrt1_x_ready),
    .y_out(sqrt1_y),
    .y_ready(sqrt1_y_ready)
);
mult mult1(
    .clk_i(clk),
    .rst_i(mult1_rst),
    .a_bi(mult1_a),
    .b_bi(mult1_b),
    .start_i(mult1_start),
    .busy_o(mult1_busy),
    .y_bo(mult1_y)
);
always @(posedge clk) begin
    case (state)
    S0:
        begin
            if (in_ready) begin
                y_ready <= 0;
                mult1_a <= a_in;
                mult1_rst <= 1;
                sqrt1_x <= b_in;
                sqrt1_x_ready <= 1;
                state <= S1;
            end
        end
    S1:
        begin
            mult1_rst <= 0;
            sqrt1_x_ready <= 0;
            state <= S2;
        end
    S2:
        begin
            if (sqrt1_y_ready) begin
                mult1_b <= sqrt1_y;
                mult1_start <= 1;
                state <= S3;
            end
        end
    S3:
        begin
            mult1_start <= 0;
            state <= S4;
        end
    S4:
        begin
            if (!mult1_busy) begin
                y_out <= mult1_y;
                y_ready <= 1;
                state <= S0;
            end
        end
    endcase
end
endmodule
`timescale 1ns / 1ps
module mult  (
	input  clk_i ,
	input  rst_i ,
	input  [ 7 : 0 ]  a_bi ,
	input  [ 7 : 0 ]  b_bi ,
	input  start_i ,
	output busy_o ,
	output  reg  [ 15:0 ]  y_bo
);
	localparam IDLE = 1'b0 ;
	localparam WORK = 1'b1 ;
	reg   [ 2 : 0 ]   ctr ;
	wire  [ 2 : 0 ]   end_step ;
	wire  [ 7 : 0 ]   part_sum ;
	wire  [ 15 : 0 ]  shifted_part_sum ;
	reg  [ 7 : 0 ]a ,  b ;
	reg  [ 15 : 0 ]part_res ;
	reg  state ;
	assign  part_sum = a & {8{b [ ctr ] } } ;
	assign  shifted_part_sum = part_sum << ctr ;
	assign  end_step = ( ctr == 3'h7 ) ;
	assign  busy_o = state ;
	always@ ( posedge  clk_i )
		if ( rst_i )  begin
			ctr <= 0;
			part_res <= 0;
			y_bo <= 0;
		state <= IDLE ;
	end  else  begin
		case ( state )
			IDLE :
				if ( start_i )  begin
					state  <= WORK;
					a <= a_bi ;
					b <= b_bi ;
					ctr <= 0;
					part_res <= 0;
				end
			WORK:
				begin
					if ( end_step )  begin
						state  <= IDLE ;
						y_bo   <= part_res ;
					end
					part_res = part_res + shifted_part_sum ;
					ctr <= ctr + 1;
				end
		endcase
	end
endmodule
`timescale 1ns / 1ps
module sqrt(
    input  wire           clk,
    input  wire [7:0]    x_in,
    input  wire       x_ready,
    output  reg [3:0]   y_out,
    output  reg       y_ready
);
localparam S0 = 0,
           S1 = 1,
           S2 = 2,
           S3 = 3,
           S4 = 4;
reg [7:0] x;
reg [6:0] y;
reg [6:0] m;
reg [6:0] b;
reg [2:0] state = S0;
initial y_out = 0;
initial y_ready = 0;
always @(posedge clk) begin
    case (state)
    S0:
        begin
            if (x_ready) begin
                x <= x_in;
                m <= 64;  
                y <= 0;
                y_ready <= 0;
                state <= S1;
            end
        end
    S1:
        begin
            if (|m) begin
                begin
                    b <= y | m;
                    state <= S2;
                end
            end else begin
                y_out <= y;
                y_ready <= 1;
                state <= S0;
            end
        end
    S2:
        begin
            y <= y >> 1;
            if (x >= b) begin
                state <= S3;
            end else begin
                state <= S4;
            end
        end
    S3:
        begin
            x <= x - b;
            y <= y | m;
            state <= S4;
        end
    S4:
        begin
            m <= m >> 2;
            state <= S1;
        end
    endcase
end
endmodule
File: ./run.sh
#!/bin/bash
# OpenROAD 26Q1-2900-gdf79404cd8, Yosys 0.63+post, stock flow scripts
make -C /OpenROAD-flow-scripts/flow DESIGN_CONFIG=/design/flow/config.mk WORK_HOME=/design/flow/orfs finish
==> results.cfg <==
; implementation run metrics
[routing]
drtPass1Iterations = 4
drc = 0
wl_mm = 8.42
via_count = 3210
wl_per_cell_microns = 13.1
drt_iter0_drc = 194
n_antenna_cell = 0
vias_per_cell = 4.99
postRouteAntennaNets = 0

[floorplan]
pin_count = 31
dieArea_sq_um = 13200
core_area_sq_um = 12200
initCoreUtil = 0.419
rows = 40
die_y_microns = 115
die_x_microns = 115

[worst_setup_path]
worstPathMaxFanout = 18
cp.arrival_ns = 3.77
reg2reg_setup_slack_ns = 5.62
endpoint_kind = flip-flop
worst_r2r_endpoint = mult1.part_res[8]
reg2reg_depth = 12
rr_startpoint = mult1.ctr[0]
required_ns = 9.39
path_cells = mux4_2 > nand2b_1 > nor4b_1 > ha_1 > inv_1 > fa_1 > nor2b_1 > o21a_1 > o21ai_1 > a21oi_1 > or3_1 > a32o_1
critPathMaxStageDelay_ns = 0.78
critPathKind = reg2reg
startpoint = mult1.ctr[0]
cp_slowest_cell = dfxtp_1
crit_path_start_kind = flip-flop

[final_layout]
flop_area_sq_um = 3110
drive_gt1_frac = 0.0989
fillers = 1076
comb_area_sq_um = 1830
final_util = 0.501
syn_to_final_growth_pct = 19.7

[clock_tree]
cts_setup_buffers = 0
path_clk_slew_ns = 0.05
cts_buffer_depth = 2
cts_sinks = 113
cts-resized-gates = 0
clock_latency_ns = 0.40
cts_buffers = 17
ctsHoldBuffers = 0
cts_tree = yes
htree_levels = 4
root_buffer = clkbuf_16

[synthesis]
ys_area_sq_um = 5110
synth.area.top_cells = edfxtp_1 (50%), dfxtp_1 (11%), ha_1 (4.9%)
async_reset_ff_frac = 0
netlist_instances = 429
synth_area_sq_um = 5110
synth.avg_cell_area_sq_um = 11.9
synthTopCellsByCount = edfxtp_1 (85), nand2_1 (48), nor2_1 (32)
ys_seq_frac = 0.609
synth-main-ff-cell = edfxtp_1
yosys.area.top_type = edfxtp_1
yosysWarnings = 3
synth.top_cell.area_share = 0.499
top_cell = edfxtp_1
yosys_cells = 429
synth-seq-cells = 113
synth-edff-count = 85
synth_cell_types = 57

[min_path]
worstHoldEndpoint = mult1.b[0]
min_from = mult1_b[0]
hold_depth = 0
hold_path.class = reg2reg

[placed_design]
gp_congestion = 0.883
io_buffers = 30
dpl.hpwl_mm = 6.03

[global_routing]
grt_pass1_vias = 3092
met3_usage = 0.0375
grt_util_all_layers = 0.145
grt_max_degree = 26
grtUsageMet2 = 0.239
gr-usage-met1 = 0.208
antenna_found_initial = 0
globalRoute.totalOverflow = 0
busiest_layer = met2
grt_pass1_wl_mm = 14.2

[final_timing]
tns_ns = 0
rsz0062_at_grt = no
worstMarginPinSlew_ns = 0.798
slew_viol_final = 0
min_period_ns = 3.48
setup_viol = 0
max_freq_mhz = 288
slew_headroom = 0.466
fin_skew_ns = 0.00671
hold_viol = 0
period_used_share = 0.382

[pwr]
powerDensity_nw_per_um2 = 321
vdd_ir_drop_max_v = 0.000207
leakage_nw = 2.27

[status]
run_status = finished clean

[run]
tool_warnings = 25
max-cap-violations = 0
-- power by group --
group	internal (mW)	total, mW	switching, mW	leakage, nW
sequential	0.735	0.832	0.0979	1.02
clock	0.398	0.610	0.212	0.277
combinational	0.226	0.524	0.299	0.973
-- worst max path at each step --
stage,endpoint,slack [ns],cells after the start
6_report,mult1.part_res[8],5.62,12
5_1_grt,mult1.part_res[8],5.25,12
4_1_cts,mult1.part_res[8],5.61,12
-- area by class of cell --
type                            count  share of cell area
Tap cell                          168              0.0344
Inverter                           20              0.0125
Clock inverter                     11              0.0190
Clock buffer                       20              0.0714
Timing Repair Buffer               34              0.0540
Multi-Input combinational cell    277               0.300
Sequential cell                   113               0.509
-- flip-flops by register name, summed over array words and instances (netlist names), 4 cells and up --
signal and flops:
mult1.a 8, mult1.b 4, mult1.part_res 12, mult1.y_bo 12, mult1_a 8, mult1_b 4, sqrt1.b 7, sqrt1.m 4
sqrt1.x 8, sqrt1.y 7, sqrt1.y_out 4, sqrt1_x 8, y_out 12
-- cell usage in the layout, fill, tap and decap left out, drive strengths merged, types with 2 or more instances in the layout --
cell / count
a21oi: 32
a31oi: 4
nor3b: 9
xor2: 4
nand4: 3
edfxtp: 85
o22ai: 3
fa: 2
bufinv: 2
nor3: 12
nor2: 32
and2: 3
xnor2: 7
a21o: 4
nand3: 4
clkbuf: 20
o31ai: 2
clkdlybuf4s50: 30
ha: 20
a211oi: 5
o211ai: 2
a22o: 4
and3: 3
mux2i: 10
mux4: 4
clkinv: 10
nand2: 48
or2: 5
buf: 4
nor4: 2
dfxtp: 28
o21a: 4
inv: 19
o21ai: 16
or3: 3
nand2b: 5
nor2b: 13
-- logic make-up after synthesis --
group / after synthesis / synth area share
xor+xnor: 11 / 0.0188
buf+inv: 39 / 0.0323
mux: 15 / 0.0394
simple gates: 143 / 0.137
fa+ha+maj: 22 / 0.0568
compound gates: 86 / 0.107
flops: 113 / 0.609
-- metal layers --
metal / vias up / wire length, microns
li1: 1635 / -
met1: 1504 / 3790
met2: 54 / 4130
met3: 17 / 334
met4: 0 / 167
met5: - / 0
-- worst max-delay path, delay by kind of cell (launching register included) --
| family | cells | cell delay [ns] |
|---|---|---|
| DFF | 1 | 0.78 |
| and+or+nand+nor | 4 | 0.77 |
| AOI/OAI and AO/OA | 4 | 0.70 |
| muxes | 1 | 0.58 |
| adders and majority gates | 2 | 0.47 |
| buffers and inverters | 1 | 0.08 |
-- metrics by stage --
stage	hold slack, ns	area [sq um]	power, mW	setup slack (ns)	instances
2_1_floorplan	0.400	5110	1.23	6.21	429
3_3_place_gp	0.400	5560	1.36	5.67	612
4_1_cts	0.417	6120	1.98	5.61	643
6_report	0.412	6120	1.97	5.62	643
3_5_place_dp	0.405	5560	1.36	5.64	612
5_1_grt	0.419	6120	2.09	5.25	643
Power figures rest on the tool's default switching activity, not on a simulated workload.
